==> design/flow/config.mk <==
export PLATFORM = sky130hd
export DESIGN_NAME = axi2reg
export DESIGN_NICKNAME = axi2reg
export VERILOG_FILES = /design/flow/design.v
export SDC_FILE = /design/flow/constraint.sdc
export NUM_CORES = 4
export LEC_CHECK = 1
export CORE_UTILIZATION = 30
==> design/flow/constraint.sdc <==
current_design axi2reg

set clk_period 2.5
set clk_io_pct 0.2

create_clock -name clk0 -period $clk_period [get_ports {s_axi_aclk}]

set non_clock_inputs [all_inputs -no_clocks]
set_input_delay [expr $clk_period * $clk_io_pct] -clock clk0 $non_clock_inputs
set_output_delay [expr $clk_period * $clk_io_pct] -clock clk0 [all_outputs]
==> design/flow/design.v <==
module axi2reg # (
  parameter integer AXI_ADDR_WIDTH = 4
) (
  input                       s_axi_aclk,
  input                       s_axi_aresetn,
  input  [AXI_ADDR_WIDTH-1:0] s_axi_awaddr,
  input                 [2:0] s_axi_awprot,
  input                       s_axi_awvalid,
  output                      s_axi_awready,
  input              [31:0]   s_axi_wdata,
  input                 [3:0] s_axi_wstrb,
  input                       s_axi_wvalid,
  output                      s_axi_wready,
  output                [1:0] s_axi_bresp,
  output                      s_axi_bvalid,
  input                       s_axi_bready,
  input  [AXI_ADDR_WIDTH-1:0] s_axi_araddr,
  input                 [2:0] s_axi_arprot,
  input                       s_axi_arvalid,
  output                      s_axi_arready,
  output               [31:0] s_axi_rdata,
  output                [1:0] s_axi_rresp,
  output                      s_axi_rvalid,
  input                       s_axi_rready,
  output wire                      reg_wren,
  output wire [AXI_ADDR_WIDTH-3:0] reg_wraddr,
  output wire               [31:0] reg_wrdata,
  output wire                      reg_rden,
  output wire [AXI_ADDR_WIDTH-3:0] reg_rdaddr,
  input wire                [31:0] reg_rddata
  );
  reg [AXI_ADDR_WIDTH-1:0] axi_awaddr;
  reg                      axi_awready;
  reg                      axi_wready;
  reg                [1:0] axi_bresp;
  reg                      axi_bvalid;
  reg [AXI_ADDR_WIDTH-1:0] axi_araddr;
  reg                      axi_arready;
  reg               [31:0] axi_rdata;
  reg                [1:0] axi_rresp;
  reg                      axi_rvalid;
  reg                      axi_write_enabled;
  assign s_axi_awready = axi_awready;
  assign s_axi_wready  = axi_wready;
  assign s_axi_bresp   = axi_bresp;
  assign s_axi_bvalid  = axi_bvalid;
  assign s_axi_arready = axi_arready;
  assign s_axi_rdata   = axi_rdata;
  assign s_axi_rresp   = axi_rresp;
  assign s_axi_rvalid  = axi_rvalid;
  always @(posedge s_axi_aclk) begin
    if (~s_axi_aresetn) begin
      axi_write_enabled <= 1'b1;
      axi_awready       <= 1'b0;
      axi_awaddr        <= {AXI_ADDR_WIDTH{1'b0}};
      axi_wready        <= 1'b0;
      axi_bvalid        <= 0;
      axi_bresp         <= 2'b0;
    end else begin
      if (~axi_awready && s_axi_awvalid && s_axi_wvalid && axi_write_enabled) begin
        axi_write_enabled <= 1'b0;
        axi_awaddr        <= s_axi_awaddr;
        axi_wready        <= 1'b1;
        axi_awready       <= 1'b1;
      end else begin
        if (s_axi_bready && axi_bvalid) begin
          axi_write_enabled <= 1'b1;
        end
        axi_wready  <= 1'b0;
        axi_awready <= 1'b0;
      end
      if (axi_awready && s_axi_awvalid && ~axi_bvalid && axi_wready && s_axi_wvalid) begin
        axi_bvalid <= 1'b1;
        axi_bresp  <= 2'b0;   
      end else begin
        if (s_axi_bready && axi_bvalid) begin
          axi_bvalid <= 1'b0;
        end
      end
    end
  end
  assign reg_wren   = axi_wready && s_axi_wvalid && axi_awready && s_axi_awvalid;
  assign reg_wrdata = s_axi_wdata;
  assign reg_wraddr = axi_awaddr[AXI_ADDR_WIDTH-1:2];
  always @(posedge s_axi_aclk) begin
    if (~s_axi_aresetn) begin
        axi_arready <= 1'b0;
        axi_araddr  <= 32'b0;
        axi_rvalid  <= 0;
        axi_rresp   <= 0;
    end else begin
      if (~axi_arready && s_axi_arvalid) begin
        axi_arready <= 1'b1;
        axi_araddr  <= s_axi_araddr;
      end else begin
        axi_arready <= 1'b0;
      end
      if (axi_arready && s_axi_arvalid && ~axi_rvalid) begin
        axi_rvalid <= 1'b1;
        axi_rresp  <= 2'b0;   
      end else if (axi_rvalid && s_axi_rready) begin
        axi_rvalid <= 1'b0;
      end
    end
  end
  assign reg_rden   = axi_arready & s_axi_arvalid & ~axi_rvalid;
  assign reg_rdaddr = axi_araddr[AXI_ADDR_WIDTH-1:2];
  always @(posedge s_axi_aclk) begin
    if (~s_axi_aresetn) begin
      axi_rdata <= 32'h0;
    end else begin
      if (reg_rden) begin
        axi_rdata <= reg_rddata;
      end
    end
  end
endmodule
==> design/flow/run.sh <==
#!/bin/bash
# OpenROAD 26Q1-2900-gdf79404cd8, Yosys 0.63+post, stock flow scripts
make -C /OpenROAD-flow-scripts/flow DESIGN_CONFIG=/design/flow/config.mk WORK_HOME=/design/flow/orfs finish
==> flow_summary.json <==
{
  "post_cts_buffers": 0,
  "drtIter0Drc": 36,
  "drc": 0,
  "relSlewSlack_pct": 54.2,
  "drv_slew": 0,
  "p_leak_nw": 0.970,
  "rows": 28,
  "hold_path_class": "reg2reg",
  "worstPathMaxFanout": 2,
  "cp.required_ns": 2.00,
  "ys_warn_count": 1,
  "edf_count": 0,
  "dr.pass1.iters": 2,
  "cts_root_buf": "clkbuf_8",
  "setup_tns_ns": 0,
  "setup_viol": 0,
  "htree_levels": 2,
  "top_cell_area_share_pct": 44.1,
  "core_util_floorplan_pct": 31.2,
  "final.min_clock_period_ns": 2.12,
  "drive_gt1_share_pct": 9.54,
  "synth.avg_cell_area_um2": 8.61,
  "yosys-top-cells-count": "dfxtp_1 (41), buf_4 (39), nand2_1 (34), nand3_1 (34), o21ai_1 (18)",
  "ir_drop_uv": 195,
  "synth.cell_area_um2": 1860,
  "die_w_um": 80.8,
  "vias": 1437,
  "antenna_found_initial": 0,
  "endpoint": "reg_rden",
  "wirelength_mm": 3.62,
  "status": "finished, final reports clean",
  "timing.fmax_mhz": 472,
  "wire_per_inst_um": 10.7,
  "power_density_nw_per_um2": 523,
  "die_y_um": 80.8,
  "vias_per_cell": 4.26,
  "dpl.hpwl_mm": 2.39,
  "portBuffers": 85,
  "worst_slew_pin_slew_ns": 0.687,
  "synth_cell_types": 24,
  "critical_path.startpoint_type": "input port",
  "cts.repair.resized": 0,
  "area_growth_pct": 37.2,
  "clk_path_buf_depth": 2,
  "clkSinkCount": 41,
  "ys_cells": 216,
  "ant_nets": 0,
  "grt_pass1_wl_mm": 5.79,
  "n_fill_cell": 590,
  "rsz0062_at_grt": "false",
  "synth_top_cell_by_area": "dfxtp_1",
  "hold_buffers": 0,
  "r2r-end": "axi_rdata[1]",
  "hold_violations": 0,
  "synth-seq-cells": 41,
  "antenna_cells": 0,
  "clkTransAtPathRegs_ns": 0.08,
  "grt.total_usage_pct": 11.3,
  "top_cell": "dfxtp_1",
  "grt_pass1_vias": 1295,
  "place_congestion": 0.689,
  "critPathKind": "in2out",
  "cp-startpoint": "s_axi_arvalid",
  "ys.flop_type": "dfxtp_1",
  "rr_startpoint": "axi_rvalid",
  "dieArea_um2": 6520,
  "warning_count": 39,
  "yosys.stat.seqShare_pct": 44.1,
  "cap_viol_max_count": 0,
  "async_flop_share_pct": 0,
  "rr_worst_depth": 4,
  "cts_tree": "built",
  "coreArea_um2": 5960,
  "ios": 168,
  "clkLatencyLatePin_ns": 0.29,
  "globalRoute.totalOverflow": 0,
  "setup.worst_path.end_class": "output pin",
  "rrSetupSlack_ns": 1.07,
  "fin_crit_sh_pct": 84.7,
  "fin_util_pct": 42.9,
  "fin_skew_ns": 0.00421,
  "topCellsByArea": "dfxtp_1 (44%), buf_4 (16%), nand3_1 (9.1%), nand2_1 (6.9%), o21ai_2 (5.6%)",
  "netlist_instances": 216,
  "ys_area_um2": 1860,
  "cp_data_arrival_time_ns": 1.62,
  "grt_max_degree": 66,
  "cts_buffers": 5
}
==> sequential cells by signal, indices dropped and copies added, names as in the netlist <==
name / count
axi_arready: 1
axi_rdata: 32
axi_awaddr: 2
axi_bvalid: 1
axi_araddr: 2
axi_wready: 1
axi_write_enabled: 1
axi_rvalid: 1
==> through the flow <==
stage,hold slack (ns),total power [mW],worst slack (ns),area [um^2],cells
finish,0.457,1.33,0.383,2550,337
floorplan,0.421,0.805,1.12,1870,219
global route,0.477,1.41,0.316,2550,337
CTS,0.462,1.36,0.373,2550,337
global placement,0.444,0.884,0.375,2450,329
detailed placement,0.450,0.884,0.387,2450,329
==> area by class of cell <==
cell class / instances / area [um^2] / share of cell area (%)
Clock buffer: 7 / 96.3 / 3.77
Inverter: 3 / 11.3 / 0.441
Multi-Input combinational cell: 123 / 652 / 25.5
Timing Repair Buffer: 87 / 873 / 34.2
Tap cell: 75 / 93.8 / 3.68
Sequential cell: 41 / 821 / 32.2
Clock inverter: 1 / 5.00 / 0.196
==> critical path, cell delays in order <==
cell and delay (ns):
clkdlybuf4s50_1 0.52, nand3b_4 0.10, inv_1 0.06, clkdlybuf4s50_1 0.44
==> worst min-delay path by stage <==
stage,startpoint,to,slack (ns),depth (start not counted)
after CTS,axi_rdata[22],axi_rdata[22],0.46,2
after global routing,axi_rdata[25],axi_rdata[25],0.48,2
final,axi_rdata[25],axi_rdata[25],0.46,2
==> cells in the final DEF, fill, tap and decap left out, types with 2 or more instances in the layout <==
cell type	Yosys	routed
dfxtp_1	41	41
a21oi_1	2	2
nand2_1	34	34
clkdlybuf4s50_1	0	84
nand2b_1	2	2
mux2i_1	2	2
o21ai_0	5	5
conb_1	1	4
o21ai_2	12	12
nand3_1	34	34
inv_1	3	3
clkbuf_8	0	7
nor2_1	3	3
o21ai_1	18	18
==> kinds of logic (layout without fill, tap and decap cells) <==
| group | count (synthesis) | after routing | share of synthesized area (%) |
|---|---|---|---|
| simple gates | 79 | 79 | 20.3 |
| buf+inv | 55 | 98 | 21.5 |
| flops | 41 | 41 | 44.1 |
| compound gates | 38 | 38 | 12.8 |
| mux | 2 | 2 | 1.08 |
| other cells | 1 | 4 | 0.202 |
==> report_power, final <==
group | leakage (nW) | switching, mW | total (mW) | internal [mW]
clock network | 0.0542 | 0.219 | 0.468 | 0.249
logic | 0.582 | 0.0616 | 0.178 | 0.117
registers | 0.333 | 0.0119 | 0.688 | 0.676
total | 0.970 | 0.292 | 1.33 | 1.04
==> per-layer routing <==
layer / vias to the layer above / part of all wire (%) / GRT usage, %
met2: 58 / 43 / 17.6
met4: 0 / 1.8 / 2.86
met5: - / 0 / 0
met3: 8 / 9.7 / 3.31
met1: 609 / 46 / 15.5
li1: 762 / - / -
No activity file was given, so power comes from the tool's default toggle rates.
