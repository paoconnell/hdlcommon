==> flow/design.v <==
module sync_s2f_simple #(
  parameter integer DATA_WIDTH = 32
  ) (
  input fast_clk,
  input fast_rst,
  input       [DATA_WIDTH-1:0] slow_data,
  input                        slow_data_set,
  output reg  [DATA_WIDTH-1:0] fast_data,
  output reg                   fast_data_set
  );
  reg [2:0] data_set_sync;
  wire      fast_data_latch;
  always @(posedge fast_clk or posedge fast_rst) begin
    if (fast_rst) begin
      data_set_sync <= 3'b0;
      fast_data     <= {DATA_WIDTH{1'b0}};
      fast_data_set <= 1'b0;
    end else begin
      data_set_sync <= {data_set_sync[1:0], slow_data_set};
      if (fast_data_latch) begin
        fast_data <= slow_data;
      end
      fast_data_set <= fast_data_latch;
    end
  end
  assign fast_data_latch = data_set_sync[2:1] == 2'b01;
endmodule
==> flow/run.sh <==
#!/bin/bash
# OpenROAD 26Q1-2900-gdf79404cd8, Yosys 0.63+post, stock flow scripts
make -C /OpenROAD-flow-scripts/flow DESIGN_CONFIG=/design/flow/config.mk WORK_HOME=/design/flow/orfs finish
==> flow/config.mk <==
export PLATFORM = sky130hd
export DESIGN_NAME = sync_s2f_simple
export DESIGN_NICKNAME = sync_s2f_simple
export VERILOG_FILES = /design/flow/design.v
export SDC_FILE = /design/flow/constraint.sdc
export NUM_CORES = 4
export LEC_CHECK = 1
export CORE_UTILIZATION = 30
==> flow/constraint.sdc <==
current_design sync_s2f_simple

set clk_period 2.6
set clk_io_pct 0.2

create_clock -name clk0 -period $clk_period [get_ports {fast_clk}]

set non_clock_inputs [all_inputs -no_clocks]
set_input_delay [expr $clk_period * $clk_io_pct] -clock clk0 $non_clock_inputs
set_output_delay [expr $clk_period * $clk_io_pct] -clock clk0 [all_outputs]
==> run_results.csv <==
group,metric,value,unit
setup_path,worstSetupStartpointType,"flop",
timing,period_used_share,63.19,%
power_and_ir_drop,leakage,1.034,nW
synth,flop_cell,"dfrtp_1",
synth,synth.largest_area_cell,"dfrtp_1",
synth,yosysCellCount,75,
floorplan,die_h,71.20,µm
synth,edf_count,0,
floorplan,die-area,0.005069,mm²
floorplan,ios,68,
final_layout,nFillCells,354,
routing,vias,823,
synth,yosys-stat-area,0.001436,mm²
clock_tree,cts_buffers,5,
final_layout,drive_above_1_share,28.57,%
routing,n_antenna_cell,0,
synth,ys_warn_count,1,
grt,grt_pass1_wl,4671,µm
floorplan,num_rows,24,
grt,overflow,0,
flow_run,drv_cap,0,
synth,ys_ff,36,
routing,drc_errors,0,
clock_tree,cts_tree,"done",
timing,fin_setup_tns,0,ns
routing,wirelength,2767,µm
synth,postSynthCellCount,75,
place,io_buffers,67,
final_layout,comb_area,483.0,µm²
floorplan,core-area,0.004474,mm²
min_path,hold_path.class,"reg -> reg",
synth,netlist_area,0.001436,mm²
synth,synth_area_per_cell,19.15,µm²
final_layout,syn_to_final_growth,56.36,%
timing,fin_crit,1.643,ns
setup_path,required,2.08,ns
clock_tree,cts_setup_buffers,0,
clock_tree,h-tree-depth,2,
place,dp_slack,1.189,ns
routing,wl_per_cell,13.90,µm
synth,synth_top_cell_by_count,"dfrtp_1",
power_and_ir_drop,power-per-cell-area,657.5,mW/mm²
flow_run,warnings,25,
synth,synth.distinct_cells,6,
clock_tree,cts_hold_repair.buffers,0,
setup_path,critPathLaunch,"fast_data[10]$_DFFE_PP0N_",
timing,clock.fmax,608.7,MHz
clock_tree,cts_sinks,36,
floorplan,floorplan.core_util,32.10,%
routing,first_iter_violations,41,
routing,drtPass1Iterations,24,
routing,viasPerCell,4.136,
setup_path,cp_max_fo,2,
grt,grt_pass1_vias,902,
setup_path,crit_buf_inv,1,
setup_path,max_stage_delay,0.48,ns
setup_path,crit_family,"buffers and inverters",
synth,synth_seq_share,62.72,%
run_status,outcome,"finished, final reports clean",
timing,hold_viol,0,
floorplan,die_w,71.20,µm
timing,setup_violations,0,
setup_path,cp-end-kind,"primary output",
timing,drv_slew,0,
clock_tree,clkTransAtPathRegs,0.07,ns
synth,topCellsByArea,"dfrtp_1 (63%), mux2_4 (30%), buf_6 (3.1%), mux2_2 (2.4%), nand2b_4 (0.96%)",
final_layout,seqCellArea,900.9,µm²
setup_path,crit_path_top_delay_cell,"clkdlybuf4s50_1",
timing,setup_ws,0.9570,ns
setup_path,crit_arrival,1.12,ns
timing,worst_pin_slew,0.6047,ns
min_path,hold_start,"data_set_sync[0]$_DFF_PP0_",
grt,antenna_found_initial,0,
setup_path,crit_chain,"clkdlybuf4s50_1",
timing,hold_ws,0.3542,ns
timing,fin_skew,0.002921,ns
synth,common_cells,"dfrtp_1 (36), mux2_4 (29), buf_6 (4), mux2_2 (3), inv_1 (2)",
power_and_ir_drop,ir_worst_vdd,0.3163,mV
synth,yosys.area.top_type_share,62.72,%
grt,grt_max_degree,37,
clock_tree,clk_latency,0.28,ns
timing,rsz0062_at_grt,"no",
place,gp_congestion,0.7740,
timing,relSlewSlack,59.66,%
place,dp_hpwl,1905,µm
setup_path,path_class,"reg -> out",
clock_tree,postCtsResizedCells,0,
synth,ys_async_sr_fraction,100.0,%
setup_path,r2r-start,"data_set_sync[1]$_DFF_PP0_",
clock_tree,cts-root-buf,"clkbuf_8",
clock_tree,cts_max_path_buffers,2,
routing,ant_nets,0,
grt,grtUsageTotal,12.21,%
path summary, 6_finish.rpt:
path | endpoint | slack, ns | depth (start not counted)
setup / recovery | fast_data[10] | 0.96 | 1
hold / removal | data_set_sync[1]$_DFF_PP0_ | 0.35 | 0
setup reg to reg | fast_data[14]$_DFFE_PP0N_ | 1.20 | 2
hold reg to reg | data_set_sync[1]$_DFF_PP0_ | 0.35 | 0
max in group asynchronous | fast_data[13]$_DFFE_PP0N_ | 1.63 | 3
min in group asynchronous | fast_data[16]$_DFFE_PP0N_ | 0.63 | 3
logic make-up (layout without fill, tap and decap cells):
kind of cell,after synthesis,in the layout,synth area share (%)
multiplexers,32,32,32.67
buffers and inverters,6,78,3.659
flip-flops,36,36,62.72
AND/OR/NAND/NOR,1,1,0.9580
cell type report:
type                            count  area share (%)
Clock buffer                        5           3.064
Tap cell                           52           2.897
Timing Repair Buffer               68           30.20
Sequential cell                    36           40.11
Multi-Input combinational cell     33           21.50
Inverter                            2          0.3343
Clock inverter                      3           1.894
stage by stage:
step           util, %  power (W)  cells  area, µm²
2_1_floorplan        -  0.0007978     75       1436
3_3_place_gp     47.71   0.001009    191       2135
3_5_place_dp     47.71   0.001011    191       2135
4_1_cts          50.20   0.001504    199       2246
5_1_grt          50.20   0.001568    199       2246
6_report         50.20   0.001477    199       2246
cell usage in the layout (no fill, tap or decap):
cell,Yosys,final
clkinvlp_4,0,1
dfrtp_1,36,36
bufinv_16,0,1
mux2_2,3,3
nand2b_4,1,1
buf_4,0,1
clkdlybuf4s50_1,0,67
inv_1,2,2
mux2_4,29,29
clkinv_2,0,1
clkbuf_8,0,5
flip-flops by register name, summed over array words and instances, names as in the netlist:
signal and cells:
fast_data 32, data_set_sync 3, fast_data_set 1
metal layers:
layer | GRT usage, % | wire length (µm) | vias to the layer above
li1 | - | - | 393
met1 | 18.07 | 1224 | 407
met2 | 18.84 | 1412 | 21
met3 | 3.757 | 104 | 2
met4 | 1.778 | 27 | 0
met5 | 0 | 0 | -
power by group:
| part | switching (W) | internal, W | total [W] |
|---|---|---|---|
| registers | 0.0000437 | 0.000636 | 0.000680 |
| clock network | 0.000195 | 0.000283 | 0.000478 |
| logic | 0.0000564 | 0.000262 | 0.000318 |
No activity file was given, so power comes from the tool's default toggle rates.
